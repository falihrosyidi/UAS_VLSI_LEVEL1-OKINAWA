--- design.v ---
module add_Q #(
    parameter WIDTH = 32,
    parameter FBITS = 27
) (
    input  signed [WIDTH-1:0] a,
    input  signed [WIDTH-1:0] b,
    output signed [WIDTH-1:0] y
);
    wire signed [WIDTH:0] raw_y;
    assign raw_y = a + b;
    assign y = raw_y[WIDTH - 1 : 0];
endmodule
--- run.sh ---
#!/bin/bash
# OpenROAD 26Q1-2900-gdf79404cd8, Yosys 0.63+post, stock flow scripts
make -C /OpenROAD-flow-scripts/flow DESIGN_CONFIG=/design/flow/config.mk WORK_HOME=/design/flow/orfs finish
--- config.mk ---
export PLATFORM = sky130hd
export DESIGN_NAME = add_Q
export DESIGN_NICKNAME = add_Q
export VERILOG_FILES = /design/flow/design.v
export SDC_FILE = /design/flow/constraint.sdc
export NUM_CORES = 4
export LEC_CHECK = 1
export CORE_AREA = 10 10 94 94
export DIE_AREA = 0 0 104 104
--- constraint.sdc ---
current_design add_Q

set clk_period 24.1
set clk_io_pct 0.2

create_clock -name clk0 -period $clk_period

set non_clock_inputs [all_inputs -no_clocks]
set_input_delay [expr $clk_period * $clk_io_pct] -clock clk0 $non_clock_inputs
set_output_delay [expr $clk_period * $clk_io_pct] -clock clk0 [all_outputs]
==> results.yml <==
# generated from flow reports
outcome:
  outcome: "completed"
route:
  vias_per_cell: 5.01
  drtIter0Drc: 75
  wl_met1_um: 2860
  routed_wl_um: 5890
  wl_per_cell_um: 13.9
  route.met2.wl_um: 2670
  highest-signal-layer: "met3"
  drc: 0
  drtPass1Iterations: 4
  vias: 2114
  ant_nets: 0
  wl_met3_um: 356
  antennaDiodeCount: 0
logic_synthesis:
  yosys_warnings: 0
  yosysTopAreaCell: "ha_1"
  synth.distinct_cells: 50
  ys_seq_frac: 0
  syn-cell-area_um2: 1740
  yosysMostFrequentCell: "ha_1"
  postSynthAreaPerCell_um2: 7.24
  synth_cells: 241
  yosys_area_um2: 1740
  ys_cells: 241
  netlist_top_cells_area: "ha_1 22%, a21oi_1 8.3%, a21o_1 8.2%, xor2_1 7.5%, xnor2_1 6.5%"
  top_area_frac: 0.222
  ys_top_cells_by_count: "31 x ha_1, 29 x a21oi_1, 19 x a21o_1"
global_routing:
  grt_usage: 0.104
  grt_pass1_wl_um: 9810
  antenna_found_initial: 0
  grt_pass1_vias: 2054
  grt_start_max_net_pins: 11
  grt-ovfl-total: 0
setup_path:
  required_ps: 19280
  crit_arrival_ps: 7760
  worst-path-max-fanout: 4
  worst_setup_path_end_kind: "output port"
  crit_top_cell: "clkdlybuf4s50_1"
  critPathSlowestCell: "clkdlybuf4s50_1"
  worstPathCellList: "clkdlybuf4s50_1 -> ha_1 -> fa_1 -> a21o_1 -> a31o_2 -> nand3_1 -> o221ai_1 -> a311oi_1 -> o21bai_1 -> xor2_1 -> clkdlybuf4s50_1"
  path_class: "in -> out"
  cp_slowest_stage_delay_ps: 490
  critPathLaunchType: "input port"
place:
  place.gp.congestion: 0.819
  placed_area_um2: 2780
  port_buffers: 96
  post-dp-hpwl_um: 5190
timing:
  slew_headroom: 0.640
  timing.final.hold_violations: 0
  period_needed_ps: 12580
  fmax_mhz: 79.5
  worst_pin_slew_ps: 527
  maxSlewViolCount: 0
  setup_viol: 0
  post-route-period-util: 0.522
  rsz0062_at_grt: "false"
  fin_tns_setup_ps: 0
die:
  chip_area_um2: 10800
  fp-utilization: 0.255
  die_x_um: 104
  core_area_um2: 6830
  ios: 96
  num_rows: 30
  die_h_um: 104
final_layout:
  seq_area_um2: 0
  area_growth_pct: 59.5
  final_core_util: 0.407
  finish.instance_area_um2: 2780
  fillers: 701
  drive_above_1_share: 0.0307
  n_sequential_cell: 0
  n_clock_buffer: 0
flow_run:
  maxCapViolations: 0
  tool_warnings: 32
power:
  leakagePower_nw: 1.18
  p_int_mw: 0.0483
  cellPowerDensity_nw_per_um2: 28.8
  swShare: 0.397
  vdd_drop_max_mv: 0.0121
  netSwitchingPower_mw: 0.0318
  p_clk_frac: 0
  pwr-share-comb: 1.000
  seq_power_share: 0
clock_network:
  cts.repair.resized: 0
  postCtsHoldBufs: 0
  post-cts-setup-buffers: 0
min_path:
  hp-class: "in -> out"
## power groups by stage
| stage | Sequential [mW] | Clock, mW | Combinational (mW) |
|---|---|---|---|
| final | 0 | 0 | 0.0801 |
| after global routing | 0 | 0 | 0.0894 |
| after CTS | 0 | 0 | 0.0815 |
## cell families after synthesis
group           share of synthesized area
simple gates                        0.183
compound gates                      0.393
mux                                0.0115
xor+xnor                            0.141
fa+ha+maj                           0.234
buf+inv                            0.0380
## final timing paths
kind | start | end | slack, ps | depth (start not counted)
setup / recovery | a[0] | y[26] | 11520 | 11
hold / removal | b[0] | y[0] | 10670 | 3
## layout make-up
| class | count | area, um^2 | area share |
|---|---|---|---|
| Timing Repair Buffer | 96 | 961 | 0.345 |
| Tap cell | 96 | 120 | 0.0432 |
| Inverter | 6 | 22.5 | 0.00810 |
| Multi-Input combinational cell | 224 | 1680 | 0.603 |
## metrics by stage
step | setup slack (ps) | power (mW) | instances | hold WS, ps
4_1_cts | 11480 | 0.0815 | 422 | 10680
3_3_place_gp | 11540 | 0.0811 | 422 | 10670
2_1_floorplan | 12630 | 0.0385 | 241 | 9710
6_report | 11520 | 0.0801 | 422 | 10670
3_5_place_dp | 11490 | 0.0808 | 422 | 10680
5_1_grt | 11300 | 0.0894 | 422 | 10710
## routing by layer
metal / vias to the layer above / GRT usage
li1: 1086 / -
met1: 965 / 0.149
met2: 63 / 0.167
met3: 0 / 0.0188
met4: 0 / 0
met5: - / 0
## critical path: cells and delay by family
family	cells	cell delay, ps
fa+ha+maj	2	640
xor+xnor	1	150
simple gates	1	90
buf+inv	2	890
compound gates	5	1170
## placed cells by master (no fill, tap or decap), drive strengths merged, types with 2 or more instances in the layout
master	instances
clkdlybuf4s50	96
ha	31
mux2i	2
o221ai	2
or2	3
a21o	19
nand2	18
nor3	4
o311ai	2
xnor2	13
nor2	12
nand2b	2
xor2	15
a31oi	3
nand3	10
a311oi	3
o21bai	5
o211ai	3
nand4	8
o21ai	15
a211oi	3
a21oi	29
o21a	2
inv	6
Power is estimated from default activity; no workload was simulated.
